### design/flow/config.mk
export PLATFORM = sky130hd
export DESIGN_NAME = my_codelock
export DESIGN_NICKNAME = my_codelock
export VERILOG_FILES = /design/flow/design.v
export SDC_FILE = /design/flow/constraint.sdc
export NUM_CORES = 4
export LEC_CHECK = 1
export CORE_UTILIZATION = 40
### design/flow/constraint.sdc
current_design my_codelock

set clk_period 4.5
set clk_io_pct 0.2

create_clock -name clk0 -period $clk_period [get_ports {clk}]

set non_clock_inputs [all_inputs -no_clocks]
set_input_delay [expr $clk_period * $clk_io_pct] -clock clk0 $non_clock_inputs
set_output_delay [expr $clk_period * $clk_io_pct] -clock clk0 [all_outputs]
### design/flow/design.v
module debouncce(clk,rst,key,key_pulse);
  input clk;
  input rst;
  input [N-1:0]key;
  output [N-1:0]key_pulse;
  parameter N=2;
  reg [N-1:0] key_rst;
  reg [N-1:0] key_rst_pre;
  wire [N-1:0] key_edge;
  always@(posedge clk or negedge rst)
  begin
    if(!rst)
    begin
      key_rst={N{1'b1}};
      key_rst_pre={N{1'b1}};
    end
    else
    begin
      key_rst_pre=key_rst;
      key_rst=key;
    end
  end
  assign key_edge=key_rst_pre&(~key_rst);
  reg [17:0] cnt;
  reg [N-1:0] key_sec;
  reg [N-1:0] key_sec_pre;
  always@(posedge clk or negedge rst)
  begin
    if(!rst)
      cnt=0;
    else if(key_edge)
      cnt=0;
    else
      cnt=cnt+1;
  end
  always@(posedge clk or negedge rst)
  begin
    if(!rst)
    begin
      key_sec={N{1'b1}};
      key_sec_pre={N{1'b1}};
    end
    else if(cnt==240_000)
    begin
      key_sec_pre=key_sec;
      key_sec=key;
    end
    else
      key_sec_pre=key_sec;
  end
  assign key_pulse=key_sec_pre&(~key_sec);
endmodule
module my_codelock(clk,sw,key,RGB_led_L,RGB_led_R,led,seg1,seg2);
  input clk;
  input [3:0]sw;
  input [3:0]key;
  output reg [2:0]RGB_led_R;
  output reg [2:0]RGB_led_L;
  output reg [8:0]seg1;
  output reg [8:0]seg2;
  output reg [7:0]led;
  parameter N=2;
  wire [N-1:1]confirm;
  debouncce u1(
              .clk(clk),
              .rst(key[0]),
              .key(key[3:1]),
              .key_pulse(confirm)
            );
  reg password;
  reg [2:0]sgn_RGB_led_R;
  reg [2:0]sgn_RGB_led_L;
  reg [2:0]lock;
  reg [7:0]sgn_led;
  reg [6:0]seg[9:0];
  reg start;
  initial
  begin
    sgn_led=8'b00_000_000;
    sgn_RGB_led_L=3'b110;
    sgn_RGB_led_R=3'b101;
    password=4'b0000; 
    lock=3'b100;
    start=0;
    cnt_ge=0;
    cnt_shi=0;
    res=2;
  end
  always@(posedge clk)
  begin
    if(!key[0])
    begin
      if(start==1||sw==password)
      begin
        if(cnt_ge+cnt_shi==0)
        begin
          sgn_led=8'b0000_0000;
          sgn_RGB_led_L=3'b110;
          sgn_RGB_led_R=3'b101;
          lock=3'b100;
          start=0;
        end
      end
    end
    else if(confirm[1]&&lock)
    begin
      if(sw==password)
      begin
        lock=3'b111;
        sgn_RGB_led_L=3'b101;
        sgn_RGB_led_R=3'b101;
        sgn_led=8'b0000_0000;
        start=2;
      end
      else if(lock==3'b100)
      begin
        lock=lock-3'b001;
        sgn_RGB_led_L=3'b111;
        sgn_RGB_led_R=3'b110;
        sgn_led=8'b1100_0000;
        start=2;
      end
      else if(lock==3'b011)
      begin
        lock=lock-3'b001;
        sgn_RGB_led_R=3'b111;
        sgn_RGB_led_L=3'b110;
        sgn_led=8'b1111_0000;
        start=2;
      end
      else if(lock==3'b010)
      begin
        lock=lock-3'b001;
        sgn_RGB_led_L=3'b111;
        sgn_RGB_led_R=3'b110;
        sgn_led=8'b1111_1100;
        start=2;
      end
      else if(lock==3'b001)
      begin
        lock=lock-3'b001;
        sgn_RGB_led_R=3'b110;
        sgn_RGB_led_L=3'b110;
        sgn_led=8'b0101_0101;
        start=1;
      end
    end
  end
  parameter PERIOD=6_000_000;
  reg [23:0]cnt;
  reg [3:0]cnt_ge;
  reg [3:0]cnt_shi;
  reg clk_divide;
  always @(posedge clk)
  begin
    if(key[0]==0)
    begin
      cnt=0;
      clk_divide=0;
    end
    else if(cnt<PERIOD-1)
      cnt=cnt+1;
    else
    begin
      cnt=0;
      clk_divide=~clk_divide;
    end
  end
  reg res;
  always@(posedge clk_divide)
  begin
    if(start==1)
    begin
      if(res==1)
      begin
        res=0;
        cnt_ge=0;
        cnt_shi=2;
      end
      else 
      begin
        if(cnt_ge==0)
        begin
          if(cnt_shi==0)
          begin
            cnt_ge=0;
            cnt_shi=0;
            res=2;
          end
          else
          begin
            cnt_ge=9;
            cnt_shi=cnt_shi-1;
          end
        end
        else
          cnt_ge=cnt_ge-1;
      end
    end
    else
    begin
      cnt_ge=0;
      cnt_shi=0;
      res=1;
    end
  end
  initial
  begin
    seg[0]=7'h3f;
    seg[1]=7'h06;
    seg[2]=7'h5b;
    seg[3]=7'h4f;
    seg[4]=7'h66;
    seg[5]=7'h6d;
    seg[6]=7'h7d;
    seg[7]=7'h07;
    seg[8]=7'h7f;
    seg[9]=7'h6f;
  end
  always@(sgn_RGB_led_R)
    RGB_led_R=sgn_RGB_led_R;
  always@(sgn_RGB_led_L)
    RGB_led_L=sgn_RGB_led_L;
  always@(sgn_led)
    led=sgn_led;
  always@(cnt_ge)
  begin
    seg2={2'b00,seg[cnt_ge]};
  end
  always@(cnt_shi)
  begin
    seg1={2'b00,seg[cnt_shi]};
  end
endmodule
### design/flow/run.sh
#!/bin/bash
# OpenROAD 26Q1-2900-gdf79404cd8, Yosys 0.63+post, stock flow scripts
make -C /OpenROAD-flow-scripts/flow DESIGN_CONFIG=/design/flow/config.mk WORK_HOME=/design/flow/orfs finish
==> impl_metrics.json <==
{
  "vias": 2591,
  "syn_to_final_growth_pct": 16.0,
  "grt_pass1_wl_mm": 11.0,
  "comb_area_um2": 1820,
  "yosys_warnings": 4,
  "p_int_mw": 0.898,
  "final_area_um2": 4270,
  "synthCells": 389,
  "overflow": 0,
  "synth-simple-area-share_pct": 24.0,
  "critPathLaunchType": "input port",
  "crit_type": "in2reg",
  "cts-resized-gates": 0,
  "synthTopCellsByCount": "nor2_1, dfxtp_1, xnor2_1, ha_1, nand2_1",
  "place_area_um2": 4060,
  "synth-xor-area-share_pct": 8.81,
  "insertion_delay_ns": 0.35,
  "drive_gt1_share_pct": 10.5,
  "htreeDepth": 3,
  "irDropWorstVdd_mv": 0.114,
  "yosys_area_um2": 3680,
  "via_per_inst": 4.84,
  "finalClockPeriodUsage_pct": 59.1,
  "cp_max_fo": 10,
  "dp_cells": 519,
  "wl_per_cell_um": 11.3,
  "worst_pin_slew_ns": 0.571,
  "dominantRegCellSynth": "dfxtp_1",
  "ant_nets": 0,
  "syn_avg_cell_area_um2": 9.46,
  "antenna_cells": 0,
  "whs_ns": 0.361,
  "ys.flops": 71,
  "slew_viol_final": 0,
  "ys_seq_share_pct": 45.6,
  "p_per_area_nw_per_um2": 281,
  "ys_sh_adder_pct": 8.02,
  "untimed_endpoints": 23,
  "slew_headroom_pct": 61.6,
  "place.port_buffers": 32,
  "die_w_um": 97.9,
  "synthTopLogicFamily": "simple AND/OR/NAND/NOR gates",
  "dr.pass1.iters": 25,
  "async_flop_share_pct": 33.8,
  "critical_path_required_ns": 4.56,
  "leakagePower_nw": 1.60,
  "rsz0062_at_grt": "no",
  "post-cts-setup-buffers": 0,
  "mux_area_share_pct": 0.612,
  "switching_power_mw": 0.301,
  "regArea_um2": 1680,
  "largest_area_cell": "dfxtp_1",
  "hold_path.class": "reg2reg",
  "drc": 0,
  "clock.fmax_mhz": 376,
  "num-fill-cells": 800,
  "setup_viol": 0,
  "p_sw_share_pct": 25.1,
  "top_cell": "nor2_1",
  "edf_count": 13,
  "clockPowerShare_pct": 42.2,
  "fp.coreArea_um2": 8810,
  "worst_r2r_startpoint": "lock[0]$_SDFFCE_PN0P_",
  "pwr-share-comb_pct": 7.2,
  "chipArea_um2": 9590,
  "clkTransAtPathRegs_ns": 0.08,
  "finClkSkew_ns": 0.0115,
  "fin_cells": 535,
  "yosysUniqueCellTypes": 52,
  "antenna_found_initial": 0,
  "cts_buffers": 9,
  "synthesis.area_um2": 3680,
  "yosys_cells": 389,
  "routabilityCongestion": 0.820,
  "synth.area.top_cells": "dfxtp_1, dfrtp_1, edfxtp_1",
  "grt_pass1_vias": 2411,
  "grt_use_total_pct": 14.2,
  "setup_tns_ns": 0,
  "warnings": 39,
  "compound_area_share_pct": 7.14,
  "io_pins": 41,
  "cts_tree": "done",
  "initialDrtViolationCount": 125,
  "reg2reg_setup_slack_ns": 2.56,
  "core.rowCount": 34,
  "worstPathArrival_ns": 2.71,
  "critPathCaptureType": "register",
  "dp_hpwl_mm": 4.27,
  "cp-startpoint": "sw[1]",
  "core_util_floorplan_pct": 41.8,
  "cts_root_buf": "clkbuf_8",
  "r2r-end": "sgn_RGB_led_L[1]$_SDFFCE_PN1P_",
  "reg2reg_depth": 7,
  "maxCapViolations": 0,
  "power_frac_seq_pct": 50.6,
  "unclocked_regs": 9,
  "period_needed_ns": 2.66,
  "ctsHoldBuffers": 0,
  "status": "finished clean",
  "die_h_um": 97.9,
  "cts_buffer_depth": 2,
  "grt_max_degree": 32,
  "finalHoldViolCount": 0,
  "synth_top_area_share_pct": 18.5,
  "cp-endpoint": "sgn_RGB_led_L[1]$_SDFFCE_PN1P_",
  "wirelength_mm": 6.03
}
-- flip-flops by register name (all words and copies together) (netlist names), 2 cells and up --
signal and count:
sgn_RGB_led_L 2, u1.key_rst_pre 2, cnt 24, lock 3
sgn_led 7, cnt_shi 4, cnt_ge 4, u1.key_rst 2
u1.cnt 18
-- how the worst min path moves through the flow --
stage | from | endpoint | cells after the start
finish | u1.key_rst[0]$_DFF_PN1_ | u1.key_rst_pre[0]$_DFF_PN1_ | 0
global route | u1.key_rst[0]$_DFF_PN1_ | u1.key_rst_pre[0]$_DFF_PN1_ | 0
CTS | u1.key_rst[0]$_DFF_PN1_ | u1.key_rst_pre[0]$_DFF_PN1_ | 0
-- logic make-up after synthesis --
logic type / Yosys count
AND/OR/NAND/NOR: 169
adder cells (fa/ha/maj): 23
multiplexers: 2
XOR/XNOR: 37
other: 2
flip-flops: 71
buffers and inverters: 41
AND-OR/OR-AND: 44
-- per-stage QoR --
| stage | utilization [%] | setup slack (ns) | total power, mW |
|---|---|---|---|
| 2_1_floorplan | - | 1.78 | 0.672 |
| 3_3_place_gp | 46.1 | 1.45 | 0.706 |
| 3_5_place_dp | 46.1 | 1.43 | 0.707 |
| 4_1_cts | 48.5 | 1.81 | 1.22 |
| 5_1_grt | 48.5 | 1.63 | 1.26 |
| 6_report | 48.5 | 1.84 | 1.20 |
-- per-layer routing --
metal | up-vias | global-route usage (%) | part of all wire (%)
met5 | - | 0 | 0
met4 | 0 | 1.63 | 1.5
met3 | 7 | 2.69 | 3.2
met2 | 40 | 21.9 | 44
met1 | 1166 | 22.2 | 52
li1 | 1378 | - | -
-- layout by cell type (no fill, tap or decap), types with 10 or more instances in the layout --
| cell type | count |
|---|---|
| xnor2_1 | 25 |
| ha_1 | 22 |
| clkdlybuf4s50_1 | 32 |
| edfxtp_1 | 13 |
| nor2_2 | 10 |
| nor2_1 | 51 |
| xor2_1 | 12 |
| nand3_1 | 18 |
| nand2_1 | 21 |
| dfrtp_1 | 18 |
| o21ai_0 | 11 |
| inv_1 | 20 |
| a21oi_1 | 15 |
| dfxtp_1 | 34 |
| nor3_1 | 13 |
-- worst max-delay path, cell delays in order --
cell             delay, ns
clkdlybuf4s50_1       0.41
or4_1                 0.56
nand2_1               0.20
nor2_1                0.07
a21oi_1               0.31
buf_4                 0.26
-- layout make-up --
| type | count | share of cell area (%) |
|---|---|---|
| multi-input cells | 283 | 42.6 |
| clock buffers | 9 | 2.90 |
| inverters | 21 | 1.85 |
| clock inverters | 7 | 1.91 |
| well taps | 108 | 3.17 |
| flip-flops and latches | 71 | 39.3 |
| repair buffers | 36 | 8.21 |
-- power groups by stage --
stage                 sequential (mW)  combinational, mW  clock (mW)
after CTS                       0.607             0.0892       0.523
after global routing            0.609              0.100       0.550
final                           0.607             0.0868       0.506
Power figures rest on the tool's default switching activity, not on a simulated workload.
