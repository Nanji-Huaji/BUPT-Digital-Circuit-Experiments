`flow/design.v`:
```
module ram256x8(
    input clk,
    input we,
    input [7:0] addr,
    input [7:0] data_in,
    output [7:0] data_out
  );
  reg [7:0] ram[255:0];
  always @(posedge clk)
  begin
    if (we)
      ram[addr] <= data_in;
  end
  assign data_out = ram[addr];
endmodule
```
`flow/constraint.sdc`:
```
current_design ram256x8

set clk_period 29.1
set clk_io_pct 0.2

create_clock -name clk0 -period $clk_period [get_ports {clk}]

set non_clock_inputs [all_inputs -no_clocks]
set_input_delay [expr $clk_period * $clk_io_pct] -clock clk0 $non_clock_inputs
set_output_delay [expr $clk_period * $clk_io_pct] -clock clk0 [all_outputs]
```
`flow/run.sh`:
```
#!/bin/bash
# OpenROAD 26Q1-2900-gdf79404cd8, Yosys 0.63+post, stock flow scripts
make -C /OpenROAD-flow-scripts/flow DESIGN_CONFIG=/design/flow/config.mk WORK_HOME=/design/flow/orfs finish
```
`flow/config.mk`:
```
export PLATFORM = sky130hd
export DESIGN_NAME = ram256x8
export DESIGN_NICKNAME = ram256x8
export VERILOG_FILES = /design/flow/design.v
export SDC_FILE = /design/flow/constraint.sdc
export NUM_CORES = 4
export LEC_CHECK = 1
export CORE_UTILIZATION = 30
```
==> metrics.csv <==
stage,metric,value,unit
logic_synthesis,ys_cells,3539,
routing,num_vias,36870,
pwr,irDropWorstVdd,0.04888,mV
setup_path,crit_slowest_cell,o41ai_1,
logic_synthesis,avgSynthCellArea,22.13,um^2
timing,setup_slack,11.45,ns
timing,layout_min_cycle_time,17.65,ns
worst_hold_path,holdPathEnd,ram[9][5],
logic_synthesis,ys_area,78330,um^2
setup_path,startpoint_type,input pin,
placed_design,pre_cts_ws,11.23,ns
floorplan,die_y,513.0,um
floorplan,die_area,263200,um^2
setup_path,path_class,in -> out,
global_routing,grtUsageTotal,15.70,%
logic_synthesis,ys_ff,2048,
global_routing,grt_first_pass_wirelength,280.2,mm
routing,drt_iter0_markers,2704,
setup_path,critPathTopFamily,buffers and inverters,
global_routing,grt_start_max_net_pins,90,
logic_synthesis,yosysWarnings,1,
placed_design,place_congestion,0.8733,
finish,reg.largest.list,ram: 2048 flops,
setup_path,critPathRequiredTime,23.28,ns
routing,dr.pass1.iters,5,
timing,tightest_slew,1.010,ns
finish,regMostFlops,ram,
global_routing,grt_overflow,0,
logic_synthesis,yosysUniqueCellTypes,21,
global_routing,antenna_found_initial,5,
setup_path,critPathCaptureType,output port,
clocking,cts_buffer_depth,3,
clocking,h-tree-depth,4,
setup_path,slowest_delay,0.65,ns
clocking,cts_resized,0,
global_routing,grtUsageMet2,23.72,%
worst_hold_path,min-delay-start,data_in[5],
timing,rsz0062_at_grt,no,
placed_design,place_hpwl,114.0,mm
finish,seq_area,61500,um^2
finish,finalNonFillerCells,7292,
clocking,root_buffer,clkbuf_16,
timing,setup_viol,0,
routing,wire_per_inst,26.18,um
logic_synthesis,ys_seq_share,78.51,%
finish,area_growth,14.31,%
pwr,p_leak,26.70,nW
timing,final_max_slew_viol_count,0,
setup_path,cpMostUsedCell,buf_4,
clocking,cts_tree,done,
logic_synthesis,synthCells,3539,
routing,drt_wl_total,190.9,mm
pwr,power_density,66.66,nW/um^2
finish,final.fill_count,23700,
flow_run,warnings,26,
timing,hold_viol_final,0,
timing,fmax,0.05667,GHz
floorplan,rows,187,
clocking,path_clk_slew,0.06,ns
flow_run,cap_violations,0,
global_routing,grtUsageMet3,11.62,%
timing,relSlewSlack,31.92,%
global_routing,busiest_layer,met2,
global_routing,first_global_vias,41170,
floorplan,die_x,513.0,um
placed_design,portBuffers,25,
worst_hold_path,hp-class,in -> reg,
timing,layout_worst_path_cycle_share,60.64,%
clocking,postCtsHoldBufs,0,
finish,largest_reg_flops,2048,
routing,route.detailed.drc,0,
floorplan,fp_util,30.16,%
routing,final_antenna_net_count,0,
worst_hold_path,min_path_cells,1,
routing,via_per_inst,5.057,
status,status,finished clean,
setup_path,crit_arrival,11.83,ns
finish,final_util,34.48,%
setup_path,path_cells,buf_8 -> buf_4 -> buf_4 -> buf_12 -> buf_4 -> buf_4 -> mux4_2 -> a22oi_1 -> a21oi_1 -> o41ai_1 -> nand4_1 -> clkdlybuf4s50_1,
clocking,clock_sinks,2048,
clocking,cts_buffers,200,
placed_design,place_inst,6924,
clocking,post_cts_buffers,0,
floorplan,io_pins,26,
logic_synthesis,syn_area,78330,um^2
global_routing,gr-usage-met1,18.04,%
setup_path,path_buffers,7,
finish,drive_gt1_share,25.67,%
timing,setup_tns,0,ns
finish,combGateArea,15790,um^2
setup_path,cp_max_fo,59,
floorplan,core,259700,um^2
==> synth_stat cells <==
cell      instances  area share [%]
nor2_1          232             1.1
edfxtp_1       2048              79
clkbuf_1        145            0.69
nand3_1          13           0.083
a21oi_1         128            0.82
inv_1             1          0.0048
buf_6            16            0.23
buf_1            19           0.091
nand2b_1          6           0.048
mux4_2          512              15
nand2_1          28            0.13
and2_1            3           0.024
nor3_1           30            0.19
or2_2             2           0.016
nand4_1           8           0.064
nor2b_1           7           0.056
a22oi_1         256             2.5
buf_2            36            0.23
buf_4            16            0.15
o41ai_1          32            0.36
or3_1             1          0.0080
==> cells in the final DEF (no fill, tap or decap), drive strengths merged, types with 7 or more instances in the layout <==
cell type and instances:
a21oi 128, a22oi 256, buf 200, bufinv 10, clkbuf 249, clkdlybuf4s50 15, clkinv 99, edfxtp 2048
mux4 512, nand2 28, nand3 13, nand4 8, nor2 232, nor2b 7, nor3 30, o41ai 32
==> kinds of logic after synthesis <==
group | count (synthesis) | share of synthesized area (%)
buffers and inverters | 233 | 1.404
multiplexers | 512 | 14.72
AND-OR/OR-AND | 416 | 3.629
AND/OR/NAND/NOR | 330 | 1.736
flip-flops | 2048 | 78.51
==> cell type report <==
| type | count | area share (%) |
|---|---|---|
| clock buffers | 249 | 5.795 |
| diodes | 2 | 0.005589 |
| flip-flops and latches | 2048 | 68.68 |
| inverters | 1 | 0.004192 |
| well taps | 3402 | 4.754 |
| repair buffers | 215 | 1.970 |
| clock inverters | 117 | 1.149 |
| multi-input cells | 1258 | 17.64 |
==> metrics by stage <==
step	total power [mW]	hold WS, ns	area [um^2]
final	5.969	5.447	89540
after global routing	6.154	5.426	89540
after CTS	6.029	5.391	89530
after detailed placement	3.593	6.293	83320
after global placement	3.591	6.282	83320
after floorplan	3.460	5.919	78330
==> routing by layer <==
layer / part of all wire [%] / routed length (um) / vias to the layer above
met5: 0.063 / 120 / -
met4: 2.8 / 5358 / 8
met3: 16 / 30400 / 289
met2: 48 / 91750 / 2140
met1: 33 / 63310 / 18990
li1: - / - / 15450
==> where the power goes <==
part / internal (mW) / leakage (nW) / switching (mW)
Combinational: 0.0941 / 5.26 / 0.179
Clock: 1.36 / 3.04 / 1.08
Sequential: 3.25 / 18.4 / 0.00127
==> worst max-delay path by stage <==
stage	startpoint	endpoint	slack [ns]	depth (start not counted)
4_1_cts	addr[0]	data_out[1]	11.22	12
5_1_grt	addr[0]	data_out[1]	10.95	12
6_report	addr[0]	data_out[1]	11.45	12
Power is estimated from default activity; no workload was simulated.
